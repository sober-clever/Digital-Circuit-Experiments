==> ./design.v <==
`timescale 1ns / 1ps
module rx(
    input               clk,rst,
    input               rx,
    output  reg         rx_vld,
    output  reg  [7:0]  rx_data
    );
parameter   DIV_CNT   = 10'd867;
parameter   HDIV_CNT  = 10'd433;
parameter   RX_CNT    = 4'h8;
parameter   C_IDLE    = 1'b0;
parameter   C_RX      = 1'b1;    
reg         curr_state;
reg         next_state;
reg [9:0]   div_cnt;
reg [3:0]   rx_cnt;
reg         rx_reg_0,rx_reg_1,rx_reg_2,rx_reg_3,rx_reg_4,rx_reg_5,rx_reg_6,rx_reg_7;
wire        rx_pulse;
always@(posedge clk or posedge rst)
begin
    if(rst)
        curr_state  <= C_IDLE;
    else
        curr_state  <= next_state;
end    
always@(*)
begin
    case(curr_state)
        C_IDLE:
            if(div_cnt==HDIV_CNT)
                next_state  = C_RX;
            else
                next_state  = C_IDLE;
        C_RX:
            if((div_cnt==DIV_CNT)&&(rx_cnt>=RX_CNT))
                next_state  = C_IDLE;
            else
                next_state  = C_RX;
    endcase
end
always@(posedge clk or posedge rst)
begin
    if(rst)
        div_cnt <= 10'h0;
    else if(curr_state == C_IDLE)
    begin
        if(rx==1'b1)
            div_cnt <= 10'h0;
        else if(div_cnt < HDIV_CNT)
            div_cnt <= div_cnt + 10'h1;
        else
            div_cnt <= 10'h0;    
    end
    else if(curr_state == C_RX)
    begin
        if(div_cnt >= DIV_CNT)
            div_cnt <= 10'h0;
        else
            div_cnt <= div_cnt + 10'h1;
    end
end
always@(posedge clk or posedge rst)
begin
    if(rst)
        rx_cnt  <= 4'h0;
    else if(curr_state == C_IDLE)
        rx_cnt  <= 4'h0;
    else if((div_cnt == DIV_CNT)&&(rx_cnt<4'hF))
        rx_cnt  <= rx_cnt + 1'b1;      
end
assign rx_pulse = (curr_state==C_RX)&&(div_cnt==DIV_CNT);
always@(posedge clk)
begin
    if(rx_pulse)
    begin
        case(rx_cnt)
            4'h0: rx_reg_0 <= rx;
            4'h1: rx_reg_1 <= rx;
            4'h2: rx_reg_2 <= rx;
            4'h3: rx_reg_3 <= rx;
            4'h4: rx_reg_4 <= rx;
            4'h5: rx_reg_5 <= rx;
            4'h6: rx_reg_6 <= rx;
            4'h7: rx_reg_7 <= rx;
        endcase
    end
end
always@(posedge clk or posedge rst)
begin
    if(rst)
    begin
        rx_vld  <= 1'b0;
        rx_data <= 8'h55;
    end    
    else if((curr_state==C_RX)&&(next_state==C_IDLE))
    begin
        rx_vld  <= 1'b1;
        rx_data <= {rx_reg_7,rx_reg_6,rx_reg_5,rx_reg_4,rx_reg_3,rx_reg_2,rx_reg_1,rx_reg_0};
    end
    else
        rx_vld  <= 1'b0;
end
endmodule
==> ./run.sh <==
#!/bin/bash
# OpenROAD 26Q1-2900-gdf79404cd8, Yosys 0.63+post, stock flow scripts
make -C /OpenROAD-flow-scripts/flow DESIGN_CONFIG=/design/flow/config.mk WORK_HOME=/design/flow/orfs finish
==> ./config.mk <==
export PLATFORM = sky130hd
export DESIGN_NAME = rx
export DESIGN_NICKNAME = rx
export VERILOG_FILES = /design/flow/design.v
export SDC_FILE = /design/flow/constraint.sdc
export NUM_CORES = 4
export LEC_CHECK = 1
export CORE_UTILIZATION = 40
==> ./constraint.sdc <==
current_design rx

set clk_period 4.0
set clk_io_pct 0.2

create_clock -name clk0 -period $clk_period [get_ports {clk}]

set non_clock_inputs [all_inputs -no_clocks]
set_input_delay [expr $clk_period * $clk_io_pct] -clock clk0 $non_clock_inputs
set_output_delay [expr $clk_period * $clk_io_pct] -clock clk0 [all_outputs]
==> qor.csv <==
stage;metric;value;unit
finish;drive_above_1_share;0.132;
routing;dr.pass1.iters;4;
synthesis;synth_cells;138;
routing;diodes;0;
pwr;seq_power_share;0.583;
pwr;ir_worst_vdd;0.117;mV
hold_path;hp-class;flip-flop to flip-flop;
synthesis;top_area_cell;dfrtp_1;
timing;setup_violations;0;
hold_path;holdPathEnd;rx_data[5];
cts;ctsHoldBuffers;0;
global_route;grt_antenna_before_repair;0;
routing;totalWireLength;2.36;mm
timing;timing.fmax;0.392;GHz
global_route;grt_pass1_vias;1021;
worst_setup_path;reg2reg_setup_slack;1.45;ns
pwr;leakage;0.680;nW
routing;drt_iter0_markers;19;
placed_design;place_area;1660;µm²
finish;lay_top_count;dfrtp_1;
timing;fin_crit_sh;0.638;
timing;fin_skew;0.00310;ns
run_status;status;complete, no violations;
pwr;swShare;0.202;
worst_setup_path;crit_required;4.16;ns
pwr;switching_power;0.000118;W
finish;fill_cells;327;
floorplan;die_area;4080;µm²
flow_run;cap_violations;0;
worst_setup_path;crit_fanout;10;
worst_setup_path;critical_path.top_delay_family;simple AND/OR/NAND/NOR gates;
synthesis;async_flop_share;0.750;
floorplan;num_rows;22;
pwr;powerDensity;336;nW/µm²
synthesis;ys_area;1530;µm²
synthesis;ys_ff;32;
routing;drcViolationCount;0;
cts;cts.sinks;32;
worst_setup_path;reg2reg_to;rx_data[1];
worst_setup_path;critPathArrivalTime;2.71;ns
floorplan;ios;12;
synthesis;yosysCellCount;138;
routing;ant_nets;0;
pwr;p_int;0.000467;W
global_route;grt_pass1_wl;4.51;mm
synthesis;ys_seq_share;0.552;
hold_path;hold_start;rx_reg_5;
worst_setup_path;criticalPathCategory;flip-flop to flip-flop;
global_route;grtUsageTotal;0.146;
cts;cts_root_buf;clkbuf_8;
global_route;overflow;0;
worst_setup_path;start_kind;flip-flop;
flow_run;warnings;30;
cts;path_clk_slew;0.06;ns
timing;final_hold_viol_count;0;
pwr;clockPowerShare;0.383;
floorplan;die_w;63.9;µm
timing;tightestPinTransition;0.466;ns
routing;vias_per_cell;5.06;
worst_setup_path;crit_path_end_kind;flip-flop;
cts;cts_resized;0;
cts;cts_tree;built;
placed_design;dpl.hpwl;1.64;mm
pwr;p_total;0.000586;W
synthesis;ys.flop_type;dfrtp_1;
global_route;grt_util_met3;0.0399;
finish;design_area;1750;µm²
finish;lay_top_cells;dfrtp_1, nor2_1, clkdlybuf4s50_1;
global_route;use_met1;0.202;
global_route;grt_max_degree;25;
worst_setup_path;max_stage_delay;0.53;ns
floorplan;fp_util;0.418;
placed_design;gp_congestion;0.851;
timing;whs;0.480;ns
worst_setup_path;critPathBufInv;0;
synthesis;top_area_frac;0.327;
synthesis;area_leaders;dfrtp_1, edfxtp_1, dfstp_2, mux2_2, ha_1;
cts;cts_max_path_buffers;2;
global_route;grt_most_used_layer;met2;
routing;wl_per_cell;11.9;µm
worst_setup_path;rr_startpoint;div_cnt[0];
synthesis;netlist_area;1530;µm²
floorplan;core;3660;µm²
synthesis;synth-edff-count;8;
placed_design;io_buffers;11;
cts;ctsHtreeMaxLevel;2;
cts;numCtsBuffers;5;
synthesis;synth.avg_cell_area;11.1;µm²
finish;layout-area-overhead-vs-synth;14.0;%
synthesis;ys_warn_count;1;
global_route;gr-usage-met2;0.242;
timing;slew_viol_final;0;
floorplan;die_y;63.9;µm
timing;grt_setup_unrepaired;false;
worst_setup_path;startpoint;div_cnt[0];
worst_setup_path;cp_cell_sequence;ha_1, or4b_1, nor3_1, and3_1, mux2_2;
worst_setup_path;worstRegToRegCells;5;
worst_setup_path;slowest_stage;and3_1;
timing;tns;0;ns
timing;relSlewSlack;0.687;
synthesis;synth_cell_types;33;
timing;period_minus_slack;2.55;ns
cts;worstSkewPairLatency;0.27;ns
routing;vias;1006;
finish;fin_util;0.477;
hold_path;holdPathStages;1;
cts;cts_setup_buffers;0;
pwr;power_frac_comb;0.034;
-- registers in the layout (all words and copies together) (netlist names) --
name        count
rx_reg_2        1
rx_data         8
rx_reg_4        1
rx_reg_3        1
rx_reg_6        1
rx_reg_0        1
curr_state      1
rx_reg_7        1
div_cnt        10
rx_reg_5        1
rx_reg_1        1
rx_vld          1
rx_cnt          4
-- worst max-delay path by stage --
stage	slack, ns	end	cells after the start
final	1.45	rx_data[1]	5
after CTS	1.46	rx_data[1]	5
after global routing	1.22	rx_data[5]	5
-- metal layers --
metal  vias to the layer above  share of wire
met5                         -              0
met4                         0          0.018
met3                         6          0.048
met2                        19           0.46
met1                       482           0.47
li1                        499              -
-- power groups by stage --
stage	clock network (W)	registers, W	logic, W
after global routing	0.000256	0.000342	0.0000245
after CTS	0.000237	0.000341	0.0000204
final	0.000224	0.000341	0.0000201
-- layout make-up --
type	instances	area (µm²)	share of cell area
sequential	32	846	0.485
multi-input combinational	92	614	0.352
timing repair buffer	12	118	0.0674
clock buffer	7	76.3	0.0437
tap	48	60.1	0.0344
inverter	7	26.3	0.0151
clock inverter	1	5.00	0.00287
-- metrics by stage --
stage / instances / worst slack, ns
global placement: 191 / 1.54
floorplan: 138 / 1.83
CTS: 199 / 1.46
detailed placement: 191 / 1.47
global route: 199 / 1.22
finish: 199 / 1.45
-- cells in the mapped netlist, types with 2 or more instances --
master and number:
clkbuf_1 4, and3_1 2, dfrtp_1 20, xor2_1 3, buf_6 2, nand2_1 7
o21ai_0 2, nand3b_1 2, nor3_1 7, nand3_1 7, nand2b_1 2, inv_1 7
nor2_1 16, nor4_1 3, xnor2_1 5, or3_1 3, dfstp_2 4, a21oi_1 5
edfxtp_1 8, ha_1 7, mux2_2 8, nand4_1 3
-- kinds of logic (layout without fill, tap and decap cells) --
family                     Yosys count  after routing  share of synthesized area
buffers and inverters               14             27                     0.0466
xor gates and xnor gates             8              8                     0.0458
adders and majority gates            7              7                     0.0572
DFF                                 32             32                      0.552
and+or+nand+nor                     57             57                      0.190
muxes                                8              8                     0.0588
AOI/OAI and AO/OA                   12             12                     0.0498
No activity file was given, so power comes from the tool's default toggle rates.
