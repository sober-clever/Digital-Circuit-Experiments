**/design/flow/config.mk**
```make
export PLATFORM = sky130hd
export DESIGN_NAME = tx
export DESIGN_NICKNAME = tx
export VERILOG_FILES = /design/flow/design.v
export SDC_FILE = /design/flow/constraint.sdc
export NUM_CORES = 4
export LEC_CHECK = 1
export CORE_AREA = 10 10 109 109
export DIE_AREA = 0 0 119 119
```
**/design/flow/constraint.sdc**
```tcl
current_design tx

set clk_period 3.5
set clk_io_pct 0.2

create_clock -name clk0 -period $clk_period [get_ports {clk}]

set non_clock_inputs [all_inputs -no_clocks]
set_input_delay [expr $clk_period * $clk_io_pct] -clock clk0 $non_clock_inputs
set_output_delay [expr $clk_period * $clk_io_pct] -clock clk0 [all_outputs]
```
**/design/flow/design.v**
```verilog
`timescale 1ns / 1ps
module tx(
    input           clk,rst,
    output  reg     tx,
    input           tx_ready,
    output  reg     tx_rd,
    input   [7:0]   tx_data
);
parameter   DIV_CNT   = 10'd867;
parameter   HDIV_CNT  = 10'd433;
parameter   TX_CNT    = 4'h9;
parameter   C_IDLE    = 1'b0;
parameter   C_TX      = 1'b1;    
reg         curr_state,next_state;    
reg [9:0]   div_cnt;
reg [4:0]   tx_cnt;
reg [7:0]   tx_reg;
always@(posedge clk or posedge rst)
begin
    if(rst)
        curr_state  <= C_IDLE;
    else
        curr_state  <= next_state;
end    
always@(*)
begin
    case(curr_state)
        C_IDLE:
            if(tx_ready==1'b1)
                next_state  = C_TX;
            else
                next_state  = C_IDLE;
        C_TX:
            if((div_cnt==DIV_CNT)&&(tx_cnt>=TX_CNT))
                next_state  = C_IDLE;
            else
                next_state  = C_TX;
    endcase
end
always@(posedge clk or posedge rst)
begin
    if(rst)
        div_cnt <= 10'h0;
    else if(curr_state==C_TX)
    begin
        if(div_cnt>=DIV_CNT)
            div_cnt <= 10'h0;
        else
            div_cnt <= div_cnt + 10'h1;
    end
    else
        div_cnt <= 10'h0;
end
always@(posedge clk or posedge rst)
begin
    if(rst)
        tx_cnt  <= 4'h0;
    else if(curr_state==C_TX)
    begin
        if(div_cnt==DIV_CNT)
            tx_cnt <= tx_cnt + 1'b1;
    end
    else
        tx_cnt <= 4'h0;
end
always@(posedge clk or posedge rst)
begin
    if(rst)
        tx_rd   <= 1'b0;
    else if((curr_state==C_IDLE)&&(tx_ready==1'b1))
        tx_rd   <= 1'b1;
    else
        tx_rd   <= 1'b0;
end
always@(posedge clk or posedge rst)
begin
    if(rst)
        tx_reg  <= 8'b0;
    else if((curr_state==C_IDLE)&&(tx_ready==1'b1))
        tx_reg  <= tx_data;
end
always@(posedge clk or posedge rst)
begin
    if(rst)
        tx  <= 1'b1;
    else if(curr_state==C_IDLE)
        tx  <= 1'b1;
    else if(div_cnt==10'h0)
    begin
        case(tx_cnt)
            4'h0:   tx  <= 1'b0;
            4'h1:   tx  <= tx_reg[0];
            4'h2:   tx  <= tx_reg[1];
            4'h3:   tx  <= tx_reg[2];
            4'h4:   tx  <= tx_reg[3];
            4'h5:   tx  <= tx_reg[4];
            4'h6:   tx  <= tx_reg[5];
            4'h7:   tx  <= tx_reg[6];
            4'h8:   tx  <= tx_reg[7];
            4'h9:   tx  <= 1'b1;
        endcase
    end
end
endmodule
```
**/design/flow/run.sh**
```bash
#!/bin/bash
# OpenROAD 26Q1-2900-gdf79404cd8, Yosys 0.63+post, stock flow scripts
make -C /OpenROAD-flow-scripts/flow DESIGN_CONFIG=/design/flow/config.mk WORK_HOME=/design/flow/orfs finish
```
==> impl_metrics.py <==
# Auto-generated metrics
metrics = {
    "final_timing": {
        "finalClockPeriodUsage_pct": 57.8,
        "setup_tns_ps": 0,
        "setup_violations": 0,
        "maxSlewHeadroom_pct": 50.0,
        "drv_slew": 0,
        "hold_viol_final": 0,
        "finalClockSkew_ps": 7.48,
        "rsz0062_at_grt": "false",
        "fmax_ghz": 0.495,
        "worst_hold_slack_ps": 520,
        "worst_pin_slew_ps": 749,
        "min_period_ps": 2020,
    },
    "detailed_routing": {
        "vias": 893,
        "postRouteAntennaNets": 0,
        "num_antenna_cells": 0,
        "wirelength_mm": 2.42,
        "route.detailed.drc": 0,
        "drt-vias-per-instance": 3.33,
        "wire_per_inst_um": 9.02,
        "first_pass_iters": 4,
        "first_iter_violations": 23,
    },
    "grt": {
        "grt_pass1_wl_mm": 4.24,
        "antenna_found_initial": 0,
        "busiest_layer": "met2",
        "met2_usage_pct": 5.46,
        "grtUsageTotal_pct": 3.42,
        "grt_pass1_vias": 885,
        "overflow": 0,
        "gr-usage-met3_pct": 0.719,
        "grt_max_degree": 27,
        "gr-usage-met1_pct": 4.82,
    },
    "die": {
        "fp_util_pct": 13.8,
        "io_pins": 13,
        "fp-row-count": 36,
        "chipArea_sq_mm": 0.0142,
        "coreArea_sq_mm": 0.00964,
        "die_w_um": 119,
        "die_y_um": 119,
    },
    "power": {
        "p_int_uw": 400,
        "p_seq_share_pct": 61.9,
        "swShare_pct": 19.4,
        "comb_power_share_pct": 4.6,
        "clockPowerShare_pct": 33.5,
        "p_leak_uw": 0.000651,
        "p_per_area_mw_per_mm2": 301,
        "switching_power_uw": 96.4,
        "ir_worst_vdd_v": 0.0000844,
    },
    "clock_network": {
        "cts_tree": "done",
        "cts_buffers": 3,
        "cts_htree_levels": 1,
        "cts.sinks": 26,
        "cts_resized": 0,
        "clockRootBuffer": "clkbuf_8",
        "cts.path.max_buffers": 2,
        "cts_setup_buffers": 0,
        "clk_pin_slew_ps": 90,
        "cts_hold_buf": 0,
        "insertion_delay_ps": 260,
    },
    "synth": {
        "syn_avg_cell_area_sq_um": 10.8,
        "ys_seq_share_pct": 48.9,
        "ys_warn_count": 1,
        "ys.flop_type": "dfrtp_1",
        "synth_area_sq_mm": 0.00133,
        "yosysChipArea_sq_mm": 0.00133,
        "synth_cells": 123,
        "edf_count": 0,
        "synthDistinctLibCells": 37,
        "async_flop_share_pct": 100,
        "yosys_cells": 123,
        "ys_seq_elements": 26,
    },
    "layout": {
        "design_area_sq_mm": 0.00165,
        "area_growth_pct": 23.8,
        "lay_top_count": "dfrtp_1",
        "n_fill_cell": 1073,
        "largest_reg_flops": 10,
        "drive_gt1_share_pct": 14.1,
        "lay_top_cells": "25 x dfrtp_1, 12 x nor2_1, 12 x clkdlybuf4s50_1",
    },
    "place": {
        "finalWeightedCongestion": 0.787,
        "post-dp-hpwl_mm": 1.88,
        "portBuffers": 12,
        "post_dp_cell_area_sq_mm": 0.00161,
    },
    "setup_path": {
        "arrival_ps": 2170,
        "slowest_delay_ps": 610,
        "slowest_stage": "nor2b_1",
        "worstPathRequired_ps": 3650,
        "cp_max_fo": 10,
        "timing.rr.start": "div_cnt[0]$_DFF_PP0_",
        "worstSetupEndpoint": "tx_reg[7]$_DFFE_PP0P_",
        "ff2ff_path_depth": 5,
        "r2r_setup_slack_ps": 1560,
        "cp-end-kind": "flop",
        "r2r-end": "div_cnt[9]$_DFF_PP0_",
        "crit_type": "primary input to flop",
        "path_cells": "clkdlybuf4s50_1, nor2b_1, mux2_2",
        "start_kind": "primary input",
        "startpoint": "tx_ready",
    },
    "min_path": {
        "hold_depth": 1,
        "hold_path_class": "flop to flop",
    },
    "status": {
        "status": "finished, final reports clean",
    },
    "job": {
        "cap_violations": 0,
        "tool_warnings": 29,
    },
}
==> stage by stage <==
stage / instances / total power [uW] / worst slack [ps] / util, %
2_1_floorplan: 123 / 322 / 1680 / -
3_3_place_gp: 264 / 337 / 1230 / 16.7
3_5_place_dp: 264 / 337 / 1180 / 16.7
4_1_cts: 268 / 506 / 1450 / 17.1
5_1_grt: 268 / 524 / 1390 / 17.1
6_report: 268 / 497 / 1480 / 17.1
==> final cells by class <==
cell class	count	area [sq um]	share of cell area, %
tap	133	166	10.1
clock buffer	4	45.0	2.73
timing repair buffer	13	128	7.73
inverter	6	22.5	1.36
sequential	26	652	39.5
multi-input combinational	86	637	38.6
==> cells in the mapped netlist (2+ instances only) <==
cell | number | area (sq um)
nor2_1 | 12 | 45.0
and2_1 | 3 | 18.8
nor4_1 | 2 | 12.5
o21ba_2 | 3 | 30.0
o21ai_0 | 3 | 15.0
inv_1 | 6 | 22.5
nand2_1 | 8 | 30.0
clkbuf_1 | 3 | 11.3
and3_1 | 2 | 12.5
a31oi_1 | 2 | 12.5
dfrtp_1 | 25 | 626
nor3_1 | 3 | 15.0
mux2_2 | 8 | 90.1
xnor2_1 | 8 | 70.1
ha_1 | 6 | 75.1
xor2_1 | 2 | 17.5
or4_1 | 2 | 15.0
nand3_1 | 5 | 25.0
nor2b_1 | 2 | 12.5
==> power by group through the flow <==
| stage | Clock, uW | Sequential [uW] | Combinational [uW] |
|---|---|---|---|
| after CTS | 175 | 308 | 23.7 |
| after global routing | 190 | 309 | 25.9 |
| final | 166 | 308 | 22.9 |
==> layer usage <==
layer	routed length [um]	vias up
met5	0	-
met4	34	0
met3	88	2
met2	1090	9
met1	1210	426
li1	-	456
==> critical path: cells and delay by family <==
| family | cells | cell delay [ps] |
|---|---|---|
| buf+inv | 1 | 450 |
| mux | 1 | 410 |
| simple gates | 1 | 610 |
==> worst min-delay path by stage <==
stage                      from                    end  slack, ps
6_report  tx_reg[3]$_DFFE_PP0P_  tx_reg[3]$_DFFE_PP0P_        520
5_1_grt   tx_reg[0]$_DFFE_PP0P_  tx_reg[0]$_DFFE_PP0P_        540
4_1_cts    div_cnt[0]$_DFF_PP0_   div_cnt[0]$_DFF_PP0_        520
==> cells by family (layout without fill, tap and decap cells) <==
group                    after synthesis  after routing  synth area share, %
AND/OR/NAND/NOR                       46             46                 19.4
AND-OR/OR-AND                         15             15                 8.64
flip-flops                            26             26                 48.9
adder cells (fa/ha/maj)                6              6                 5.63
XOR/XNOR                              10             10                 6.57
multiplexers                           9              9                 7.51
buffers and inverters                 11             23                 3.29
Power figures rest on the tool's default switching activity, not on a simulated workload.
